### run.sh
#!/bin/bash
# OpenROAD 26Q1-2900-gdf79404cd8, Yosys 0.63+post, stock flow scripts
make -C /OpenROAD-flow-scripts/flow DESIGN_CONFIG=/design/flow/config.mk WORK_HOME=/design/flow/orfs finish
### config.mk
export PLATFORM = sky130hd
export DESIGN_NAME = input_buffer_1
export DESIGN_NICKNAME = input_buffer_1
export VERILOG_FILES = /design/flow/design.v
export SDC_FILE = /design/flow/constraint.sdc
export NUM_CORES = 4
export LEC_CHECK = 1
export CORE_UTILIZATION = 50
### constraint.sdc
current_design input_buffer_1

set clk_period 1.0
set clk_io_pct 0.2

create_clock -name clk0 -period $clk_period [get_ports {clk}]

set non_clock_inputs [all_inputs -no_clocks]
set_input_delay [expr $clk_period * $clk_io_pct] -clock clk0 $non_clock_inputs
set_output_delay [expr $clk_period * $clk_io_pct] -clock clk0 [all_outputs]
### design.v
module input_buffer_1 (
    input  clk,
    input  rst_n,
    input  [7:0] in_data,
    output  [7:0] out1, out2, out3, out4, out5, out6, out7, out8, out9
);
    parameter KERNEL_SIZE = 3;
    parameter FEATURE_MAP_SIZE = 63;
    reg [7:0] buffer [0:FEATURE_MAP_SIZE-1];  
    integer i;
    always @(posedge clk or negedge rst_n) begin
        if (!rst_n) begin
            for (i = 0; i < FEATURE_MAP_SIZE; i = i + 1) begin
                buffer[i] <= 8'd0;
            end
        end else begin
            for (i = FEATURE_MAP_SIZE-1; i > 0; i = i - 1) begin
                buffer[i] <= buffer[i-1];
            end
            buffer[0] <= in_data;
        end
    end
    assign out9 = buffer[0];
    assign out8 = buffer[1];
    assign out7 = buffer[2];
    assign out6 = buffer[30];
    assign out5 = buffer[31];
    assign out4 = buffer[32];
    assign out3 = buffer[60];
    assign out2 = buffer[61];
    assign out1 = buffer[62];
endmodule
==> deck_impl_summary.md <==
Run Summary

Status
  • Outcome: complete, but fails checks
  • Violated checks: negative hold slack, negative setup slack

Route
  • Routed WL per cell: roughly 14 um
  • Routed vias: ~4500
  • DRT iter0 DRCs: approximately 210
  • 1st-pass router iterations: 4
  • Antenna Cells: 0
  • DRC violations left: 0
  • Drt total wl: ~15 mm
  • Post-DR vias/cell: between 4 and 5
  • Remaining antenna violation count: 0

Power and ir drop
  • Clock power frac: 0.445
  • Sw power: about 7.5 mW
  • Peak VDD IR: about 0.0017 V
  • Leakage: between 7 and 8 nW
  • Cell Int Power: roughly 32 mW
  • PD cells: between 2000 and 3000 mW/mm^2
  • Net Sw Frac: 0.1881
  • Sequential Power Share: 0.538
  • Overall power: 39.89 mW
  • Combinational share of power: 0.017

CTS
  • CTS H-tree depth: 2
  • Root Buffer: clkbuf_16
  • Skew-Pair Late Insertion Delay: ~0.52 ns
  • Num CTS Buffers: approximately 47
  • Clock Path Buffers: 3
  • Clock sinks: between 500 and 600
  • CTS tree: done
  • Clock transition at path regs: about 0.06 ns

Worst setup path
  • Startpoint Class: flop
  • Crit path max fanout: 2
  • WP data required: around 0.8 ns
  • Critical path depth: 1
  • FF-to-FF path depth: 2
  • Slowest cell on the critical path: dfrtp_1
  • Crit. End Element: primary output
  • Buf/Inv on CP: 1
  • Crit-path cells: buf_2
  • Delay-heaviest family, CP: flip-flops
  • WP data arrival: about 1.1 ns
  • Critical Path Max Stage Delay: ~0.42 ns
  • Critical path type: reg2out

STA
  • Max_slew headroom: 0.6351
  • Final WS setup: -0.2667 ns
  • Skew final: 0.008140 ns
  • Cycle use final: 1.267
  • Pin slew with the least headroom to its limit: 0.5456 ns
  • Final max-slew violation count: 0
  • Setup TNS: -15.84 ns
  • Peak Freq: around 790 MHz
  • Final Setup Violations: ~83
  • Final hold vios: between 40 and 50
  • Final Critical Period: 1.267 ns
  • RSZ-0062 raised after global routing: yes
  • Hold Slack: -0.2572 ns

Global routing
  • Global Route Usage Sum: 0.1399
  • GR Layer Usage met3: 0.03505
  • Routing usage on met2: 0.1757
  • GR Util met1: 0.2821
  • Initial antenna violation count: 0
  • Largest net degree at the start of global routing: approximately 70
  • First-pass GRT wire length: 26.87 mm
  • Number of global-route vias before repair: about 5200
  • GRT Max-Usage Layer: met1
  • Global route overflow: 0

Cells and area
  • Logic area: 0 um^2
  • # fillers: 1645
  • Most numerous logic cells after layout: dfrtp_1 (504), buf_2 (72), clkbuf_16 (49)
  • Fin area: around 0.016 mm^2
  • Area Overhead vs Synth: 24.26%
  • Largest register FFs: between 500 and 600
  • Most frequent logic cell in the layout: dfrtp_1
  • Final core occ: 0.6388
  • Non-Filler Instances: approximately 1000
  • Share of layout cells above drive strength 1: 0.2690
  • #MultiIn Comb: 0
  • Top Registers: buffer: 504 flops
  • Largest reg by FF count: buffer

Die
  • Chip footprint: approximately 0.026 mm^2
  • Rows: 57
  • Pre-Place Util: 0.5141
  • IO Pins: between 80 and 90
  • Die height: between 150 and 200 um
  • Core area: 0.02453 mm^2
  • Die extent in x: between 150 and 200 um

Worst hold path
  • Worst Hold Class: in2async

Placed design
  • Port Buffers: ~80
  • Gp weighted congestion: slightly below 0.7
  • Detail Placement HPWL: 6.657 mm
  • Place WS: -0.01849 ns
  • Placed cell areas: ~0.014 mm^2
  • Cell count after placement: roughly 930

Flow run
  • Max Cap Violations: 0
  • OpenROAD warning count: 29

Logic synthesis
  • Seq/Total Area, Yosys: 1.000
  • Yosys warns: 2
  • Cell count after synthesis: between 500 and 600
  • Synth unique cells: 1
  • Synth Cell Area: around 0.013 mm^2
  • Yosys Chip Area: 0.01261 mm^2
  • Post-synthesis cell count from yosys: around 500
  • Mapped Avg Cell Area: ~25 um^2
  • Seq cells post-synth: between 500 and 600
-- worst register-to-register path, stage by stage, from the launching register on --
cell	delay, ns
dfrtp_1	0.42
buf_4	0.15
buf_4	0.12
-- power by group through the flow --
stage | clock [mW] | combinational [mW] | sequential, mW
6_report | 17.8 | 0.691 | 21.4
5_1_grt | 19.2 | 0.805 | 21.5
4_1_cts | 18.4 | 0.719 | 21.5
-- synthesized netlist by cell type --
cell type / count / area (um^2)
dfrtp_1: 504 / 12610
-- metal layers --
metal,routed length (um),vias up
met5,0,-
met4,376,0
met3,942,34
met2,6376,124
met1,7474,2446
li1,-,1929
-- area by class of cell --
type	instances	area, um^2	share of cell area
clock buffer	76	1448	0.09238
sequential	504	12610	0.8048
timing repair buffer	135	1056	0.06738
clock inverter	10	150.1	0.009581
tap	324	405.4	0.02587
-- cell families (layout without fill, tap and decap cells) --
logic type             after synthesis  in the layout  synth area share
flip-flops                         504            504             1.000
buffers and inverters                0            221                 0
-- final timing paths --
check | slack, ns | to | from
max | -0.27 | out2[0] | buffer[61][0]
min | -0.26 | buffer[60][1] | rst_n
max reg2reg | 0.21 | buffer[62][0] | buffer[61][0]
min reg2reg | 0.34 | buffer[57][2] | buffer[56][2]
max in group asynchronous | -0.06 | buffer[25][3] | rst_n
min in group clk0 | 0.11 | buffer[0][4] | in_data[4]
-- what timing repair did --
action | 4_1_cts | 5_1_grt
hold endpoints to repair | 445 | 54
pin swaps | 0 | 0
gates resized | 216 | 0
buffers inserted | 18 | 6
setup endpoints to repair | 72 | 83
Power figures rest on the tool's default switching activity, not on a simulated workload.
