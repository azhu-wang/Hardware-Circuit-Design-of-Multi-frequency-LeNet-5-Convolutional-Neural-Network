## /design/flow/run.sh

```bash
#!/bin/bash
# OpenROAD 26Q1-2900-gdf79404cd8, Yosys 0.63+post, stock flow scripts
make -C /OpenROAD-flow-scripts/flow DESIGN_CONFIG=/design/flow/config.mk WORK_HOME=/design/flow/orfs finish
```

## /design/flow/config.mk

```make
export PLATFORM = sky130hd
export DESIGN_NAME = conv33
export DESIGN_NICKNAME = conv33
export VERILOG_FILES = /design/flow/design.v
export SDC_FILE = /design/flow/constraint.sdc
export NUM_CORES = 4
export LEC_CHECK = 1
export CORE_UTILIZATION = 50
```

## /design/flow/constraint.sdc

```tcl
current_design conv33

set clk_period 1.1
set clk_io_pct 0.2

create_clock -name clk0 -period $clk_period [get_ports {clk}]

set non_clock_inputs [all_inputs -no_clocks]
set_input_delay [expr $clk_period * $clk_io_pct] -clock clk0 $non_clock_inputs
set_output_delay [expr $clk_period * $clk_io_pct] -clock clk0 [all_outputs]
```

## /design/flow/design.v

```verilog
module conv33 #(parameter BIT_WIDTH = 8, OUT_WIDTH = 32) (
    input clk,  
    input en,   
    input rst_n,  
    input signed[BIT_WIDTH-1:0] in1, in2, in3, in4, in5, in6, in7, in8, in9,
    input signed[BIT_WIDTH-1:0] w1, w2, w3, w4, w5, w6, w7, w8, w9,  
    input signed[BIT_WIDTH-1:0] bias,        
    output reg signed[OUT_WIDTH-1:0] convValue  
);
always @(posedge clk or negedge rst_n) begin
    if(!rst_n)begin
        convValue <= 0;
    end
    else 
    if (en) begin
        convValue <= ((( bias + in1 * w1) + (in2 * w2 + in3 * w3)) + 
                    ((in4 * w4 + in5 * w5) + (in6 * w6 + in7 * w7)) + 
                    (in8 * w8 + in9 * w9)) ;
        end
end
endmodule
```

==> notes.md <==
Numbers from the implementation run.

The run finished, with violations left. The final reports fail on setup timing. The global-route wire length before repair is 118 mm. The number of DRC markers in iteration 0 is 392.

The tightest slew margin relative to the limit is 0.791. Looking at the reg2reg group, the worst path starts from convValue[30]. The synthesized chip area reported by yosys is about 26000 um2. The post-layout minimum cycle time is 7.24 ns. In this run the standard cell core region covers between 50000 and 60000 um2. The floorplan step set the die width to approximately 230 um. The final report lists a non-filler cell total of between 3000 and 4000. Counting the buffers created by CTS gives 3. ~190 I/O pins were placed.

The via count is 18500. The number of failing hold endpoints at the final stage is 0. The starting density of the core is 0.511.

The final layout contains routed wiring with a total length of between 70 and 80 mm. Timing analysis after detailed placement gives a worst setup slack of -7.07 ns. The chip area is 53800 um2.

The share of the yosys chip area belonging to registers is 0.0189. The clock arrives with 0 ns of skew. The largest registers in the layout are convValue: 20 flops.

In this run, distinct cell masters in the synthesized netlist total 39. The max-slew violation total from the final report is 0. The post-detailed-route DRC marker count is 0. The warning tally printed by Yosys for this design is 1. The area added between synthesis and finish is 28.0%.

The tightest hold margin is 0.320 ns. The register bit count reported by yosys is 20. Per the timing report, the biggest fanout along the worst path comes to 4. The report counts max-capacitance violations totalling 0.

The number of clock sinks is 20. The clock tree from TritonCTS is yes. The detail route stage leaves a number of antenna-violating nets equal to 0.

The instance area after placement is 31800 um2. The port buffer count is approximately 190. The category of the worst setup path launch point is an input pin. The count of TritonRoute iterations in the first routing pass is 4.

Setup repair after global routing could not meet its margin everywhere. The worst path arrival time is ~7.4 ns. The number of cells on the worst reg-to-reg path is 5. The area share of the largest cell type after synthesis is 0.609. Checking hold timing, the worst path is listed with class in2async. The register with the most flip-flops in the layout has 20 of them. The mean instance size in the synthesized netlist is 9.91 um2.

Dividing the detail-routed wire length by the instance count gives 18.5 um. Data on the critical path is required at its endpoint by between 1 and 1.5 ns. The highest clock rate is around 140 MHz. The number of global-route vias before repair is 21800. The clock tree root buffer cell is clkbuf_16. The floorplan has about 83 rows. The routed design shows a via density per instance of 4.70. The total overflow left after global routing is 0. The die height is ~230 um. Per the placement report, the placed cell count is between 3000 and 4000. The final design area excluding fillers is ~34000 um2. The number of warnings the tools reported is 28. The category of the critical setup timing path is in2reg.

The register-to-register setup slack is 0.08 ns. CTS built an H-tree with a depth of 1. The cell count listed in synth_stat.txt is 2669.

The clock reaches the later pin of the worst-skew pair after about 0.26 ns. Note, the detailed placer reported a final HPWL of roughly 67 mm. The clock tree buffer depth is 2. Per the post-synthesis report, the number of cells in the design is around 2700. After synthesis, the cell types taking the most area are fa_1 61%, inv_1 13%, ha_1 8.7%.

Buffers inserted to repair hold after CTS numbered 0. The routability-driven placement congestion ratio is just under 1. The clock transition at the register clock pins on the worst setup and hold paths after CTS is around 0.060 ns.

The library cell occupying the most area in the post-synthesis netlist is fa_1. The worst setup path is captured at a flop. The final worst setup slack is -6.14 ns. Total global-route track usage over all layers is 0.322. Of the cells placed in the final design, the portion with a size suffix greater than 1 is 0.303. In the finished design, the share of the clock period the worst path needs comes to 6.58. The final setup violation count is 33.

The initial antenna violation count is 1. The summed instance area of the synthesized netlist is around 26000 um2. The maximum number of pins on one net before global-route repair is 21. The register name with the most flops is convValue.

Looking at the max-slew report, the worst-margin pin has a slew of ~0.31 ns. The endpoint of the worst-slack reg-to-reg timing path is convValue[30].
-- cell families (layout without fill, tap and decap cells) --
kind of cell | after synthesis | count (layout) | synth area share
adders and majority gates | 990 | 990 | 0.696
muxes | 12 | 12 | 0.00511
DFF | 20 | 20 | 0.0189
buffers and inverters | 958 | 1535 | 0.138
xor gates and xnor gates | 29 | 29 | 0.0104
other | 0 | 1 | 0
AOI/OAI and AO/OA | 52 | 52 | 0.0125
and+or+nand+nor | 608 | 608 | 0.119
-- metal layers --
| layer | vias to the layer above | GRT usage | share of wire |
|---|---|---|---|
| met1 | 9298 | 0.474 | 0.39 |
| met4 | 0 | 0.0232 | 0.010 |
| met2 | 607 | 0.483 | 0.48 |
| li1 | 8512 | - | - |
| met3 | 39 | 0.163 | 0.12 |
| met5 | - | 0 | 0 |
-- Yosys cell counts --
cell type,n
o21ai_0,13
nand3b_1,2
a211oi_1,1
nor2b_1,37
buf_4,12
o311ai_1,3
o21ai_1,4
a21o_1,4
fa_1,805
or3_1,1
ha_1,185
dfrtp_1,20
a21oi_1,14
and2_1,275
buf_1,1
o31a_1,1
xnor3_1,1
mux2_2,12
nand4_1,2
clkinv_1,1
o21bai_1,2
inv_1,938
clkbuf_1,6
nand3_1,5
nand2_1,241
xnor2_2,1
a32oi_1,1
a21boi_0,1
o21a_1,3
xor2_1,6
o21a_2,1
o211ai_1,1
nor2_1,18
xnor2_1,21
nand2b_1,26
nor3_1,1
o31ai_1,1
o41ai_2,1
a211o_1,1
-- worst max path at each step --
| stage | start | endpoint | depth (start not counted) |
|---|---|---|---|
| 6_report | in1[1] | convValue[14] | 23 |
| 5_1_grt | in1[2] | convValue[14] | 26 |
| 4_1_cts | in1[7] | convValue[14] | 26 |
-- stage by stage --
step	setup TNS, ns	utilization
5_1_grt	-111.45	0.654
3_3_place_gp	-125.03	0.613
6_report	-107.70	0.654
3_5_place_dp	-125.92	0.613
2_1_floorplan	-100.05	-
4_1_cts	-109.05	0.643
-- worst max-delay path, cell delays in order --
cell and delay (ns):
clkdlybuf4s15_1 0.27, and2_1 0.21, fa_1 0.52, fa_2 0.37, fa_1 0.51, fa_1 0.58, inv_2 0.07, fa_2 0.61
inv_2 0.05, fa_1 0.47, fa_1 0.54, fa_1 0.43, fa_1 0.53, inv_2 0.04, fa_1 0.51, inv_2 0.05
ha_4 0.15, or3_4 0.41, nor2_4 0.10, o21a_4 0.18, o311ai_2 0.13, xor2_1 0.17, mux2_4 0.26
-- layout make-up --
class / count / area, um2
Sequential cell: 20 / 502
Fill cell: 4038 / 17900
Inverter: 939 / 3550
Multi-Input combinational cell: 1691 / 23900
Clock inverter: 1 / 30.0
Tap cell: 680 / 851
Antenna cell: 1 / 2.50
Clock buffer: 3 / 75.1
Timing Repair Buffer: 592 / 5020
-- cells in the final DEF, fill, tap and decap left out, drive strengths merged, types with 2 or more instances in the layout --
master         Yosys  routed
mux2              12      12
dfrtp             20      20
and2             275     275
dlygate4sd2        0       4
nand2b            26      26
clkbuf             6      22
nor2b             37      37
inv              938     938
xnor2             22      22
ha               185     185
buf               13     517
nand2            241     241
o311ai             3       3
nand3              5       5
clkdlybuf4s50      0      10
xor2               6       6
nor2              18      18
nand3b             2       2
o21a               4       4
clkdlybuf4s15      0      42
a21o               4       4
a21oi             14      14
o21bai             2       2
fa               805     805
nand4              2       2
o21ai             17      17
-- repair_timing --
item,in CTS,in global routing
pin swaps,254,196
gates cloned,1,0
gates resized,953,256
buffers inserted,88,31
endpoints found under the setup margin,52,51
