### design.v
module conv11 #(parameter BIT_WIDTH = 8, OUT_WIDTH = 32) (   
    input clk,  
    input en,   
    input rst_n,  
    input signed [BIT_WIDTH-1:0] in1, in2, in3, in4, in5, in6, in7, in8, in9, in10, in11, in12,  
    input signed [BIT_WIDTH-1:0] w1, w2, w3, w4, w5, w6, w7, w8, w9, w10, w11, w12,              
    input signed [BIT_WIDTH-1:0] bias,
    output reg signed[OUT_WIDTH-1:0] convValue  
);
always @(posedge clk or negedge rst_n) begin
    if(!rst_n)begin
        convValue <= 0;
    end
    else 
    if (en) begin
        convValue <= ((bias + (in1 * w1) + (in2 * w2)) + ((in3 * w3) + (in4 * w4))) + (((in5 * w5) + (in6 * w6)) + 
                    ((in7 * w7) + (in8 * w8))) + (((in9 * w9) + (in10 * w10)) + ((in11 * w11) + (in12 * w12))) ;
        end
end
endmodule
### run.sh
#!/bin/bash
# OpenROAD 26Q1-2900-gdf79404cd8, Yosys 0.63+post, stock flow scripts
make -C /OpenROAD-flow-scripts/flow DESIGN_CONFIG=/design/flow/config.mk WORK_HOME=/design/flow/orfs finish
### config.mk
export PLATFORM = sky130hd
export DESIGN_NAME = conv11
export DESIGN_NICKNAME = conv11
export VERILOG_FILES = /design/flow/design.v
export SDC_FILE = /design/flow/constraint.sdc
export NUM_CORES = 4
export LEC_CHECK = 1
export CORE_UTILIZATION = 50
### constraint.sdc
current_design conv11

set clk_period 1.0
set clk_io_pct 0.2

create_clock -name clk0 -period $clk_period [get_ports {clk}]

set non_clock_inputs [all_inputs -no_clocks]
set_input_delay [expr $clk_period * $clk_io_pct] -clock clk0 $non_clock_inputs
set_output_delay [expr $clk_period * $clk_io_pct] -clock clk0 [all_outputs]
==> results.cfg <==
; physical design summary
[sta]
setup_viol = 33
final-hold-violation-count = 0
fin_skew_ns = 0
worst_slew_pin_slew_ns = 0.403
maxSlewHeadroom_pct = 73.1
max_freq_mhz = 126
rsz0062_at_grt = yes
maxSlewViolCount = 0
period_used_pct = 793
fin_crit_ns = 7.93
worst_slack_ns = -6.93

[place]
dp_cells = 4975
dp_hpwl_um = 91800
dpl-instance-area_um2 = 41700
port_buffers = 234
gp_congestion = 1.02

[yosys]
top_area_cell = fa_1
synth_cell_types = 38
syn_area_um2 = 35200
area_leaders = fa_1, inv_1, ha_1
numSynthFlops = 21
synth_cells = 3458
top_area_share_pct = 62.0
ff_type = dfrtp_1
yosys_area_um2 = 35200
postSynthSeqShare_pct = 1.49
yosysWarnings = 1
syn_avg_cell_area_um2 = 10.2
synthArstFlopShare_pct = 100
synth_stat.cells = 3458
synth-edff-count = 0

[layout]
mostFrequentLayoutCell = inv_1
comb_area_um2 = 31900
lay_top_cells = inv_1, fa_1, and2_1
top_regs = convValue: 21 flops
largest_reg_flops = 21
n_fill_cell = 5373
area_growth_pct = 25.4
drive_above_1_share_pct = 29.3
utilization_pct = 63.8
design_area_um2 = 44100
register_area_um2 = 527
stdcell_count = 5092
top_register = convValue

[cts]
clkSinkCount = 21
tritoncts = built
cts_hold_buf = 0
clock_path_buffers = 2
h-tree-depth = 1
cts_made_buffers = 3
path_clk_slew_ns = 0.05
clock-root-buffer = clkbuf_16
clock.latency.late_pin_ns = 0.24

[drt]
via_count = 24200
antenna_left = 0
wl_per_cell_um = 19.3
drtIter0Drc = 649
diodes = 0
dr.pass1.iters = 5
drcViolationCount = 0
vias_per_cell = 4.75
totalWireLength_um = 98200

[grt]
grt_pass1_vias = 28500
track_usage_pct = 32.4
overflow = 0
grt_pass1_wl_um = 158000
antenna_found_initial = 0
grt_max_degree = 22

[setup_path]
crit_arrival_ns = 8.07
cp_max_fo = 6
crit_top_cell = fa_1
critical_path_required_ns = 1.14
worstSetupPathDepth = 27
cp.buffers_inverters = 7
regToRegSetupSlack_ns = -0.14
critPathCaptureType = register
slowest_stage = fa_2
worst_path_largest_cell_delay_ns = 0.62
crit_path_start_kind = input port
critical_path.top_delay_family = adder cells
path_class = input port to register
rr_worst_depth = 6

[floorplan]
die_w_um = 267
chipArea_um2 = 71400
core_area_um2 = 69100
rows = 96
design.portCount = 235
die_h_um = 267
fp_util_pct = 50.9

[worst_hold_path]
hold_class = input port to asynchronous set/reset pin

[run_status]
status = finished, violations left
violations = negative setup slack

[run]
warnings = 32
maxCapViolCount = 0
## metal layers
metal / up-vias / part of all wire [%] / track usage, %
met5: - / 0.010 / 0.624
met4: 2 / 1.6 / 3.57
met3: 86 / 12 / 14.8
met2: 749 / 46 / 46.9
met1: 12400 / 40 / 50.2
li1: 11000 / - / -
## logic make-up after synthesis
kind of cell	Yosys count	share of synthesized area, %
fa+ha+maj	1342	71.0
buf+inv	1201	12.9
simple gates	799	12.4
compound gates	48	0.868
xor+xnor	31	0.772
flops	21	1.49
mux	16	0.512
## worst reg2reg max path, stage by stage (launching register included)
cell	delay (ns)
dfrtp_2	0.41
buf_6	0.12
buf_6	0.12
buf_6	0.11
buf_4	0.12
nor2_1	0.11
a21oi_2	0.04
## metrics by stage
stage | setup TNS (ns) | setup WS (ns) | hold WS, ns
after floorplan | -117.25 | -6.60 | -0.0956
after global placement | -145.41 | -7.85 | 0.491
after detailed placement | -146.18 | -7.89 | 0.500
after CTS | -129.01 | -6.94 | 0.295
after global routing | -132.44 | -7.13 | 0.300
final | -128.44 | -6.93 | 0.293
## path summary, 6_finish.rpt
| kind | startpoint | to |
|---|---|---|
| min in group clk0 | convValue[3] | convValue[3] |
| min | rst_n | convValue[7] |
| max reg2reg | convValue[30] | convValue[30] |
| min reg2reg | convValue[3] | convValue[3] |
| max in group asynchronous | rst_n | convValue[30] |
| max | w3[5] | convValue[16] |
## Yosys cell counts (2+ instances only)
master and number:
a21o_1 4, and2_1 445, xnor2_1 28, nor3_1 3, nand2_1 233, mux2_2 16
o211ai_1 3, xor2_1 3, dfrtp_1 21, a21oi_2 2, inv_1 1184, ha_1 252
clkbuf_1 6, nor2b_1 41, o21a_1 2, nand3_1 2, a21oi_1 18, nor2_1 28
nand2b_1 41, o21ai_1 2, o21ai_0 8, fa_1 1090, buf_4 11
## layout make-up
type	instances	share of cell area, %
Timing Repair Buffer	716	13.4
Inverter	1184	10.1
Multi-Input combinational cell	2236	72.5
Clock buffer	4	0.179
Tap cell	931	2.64
Sequential cell	21	1.19
## repair_timing
item,CTS,global route
setup buffers,78,44
gates resized,1082,356
pin swaps,362,248
setup endpoints to repair,53,46
